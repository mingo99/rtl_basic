==> flow/design.v <==
module cvt9to16 (
    input             clk,
    rstn,
    input      [ 8:0] data_in,
    input             data_in_valid,
    input             data_in_sop,
    input             data_in_eop,
    input      [ 3:0] data_in_valid_bits,
    output reg [15:0] data_out,
    output reg        data_out_valid,
    output reg [ 4:0] data_out_valid_bits
);
    reg [4:0] bit_cnt;
    always @(posedge clk or negedge rstn) begin
        if (~rstn) begin
            bit_cnt <= 'b0;
        end else begin
            casex ({
                data_in_eop, data_in_valid, data_out_valid
            })
                3'b110:  bit_cnt <= 'b0;
                3'b010:  bit_cnt <= bit_cnt + data_in_valid_bits;
                3'bx01:  bit_cnt <= bit_cnt - data_out_valid_bits;
                3'b011:  bit_cnt <= bit_cnt - (data_out_valid_bits - data_in_valid_bits);
                default: bit_cnt <= bit_cnt;
            endcase
        end
    end
    reg [31:0] valid_data;
    always @(posedge clk or negedge rstn) begin
        if (~rstn) begin
            valid_data <= 'b0;
        end else if (data_in_valid) begin
            valid_data <= |data_in_valid_bits ? {data_in[8 : (9-data_in_valid_bits)], valid_data[31:data_in_valid_bits]} : valid_data;
        end
    end
    reg data_in_eop_reg;
    always @(posedge clk or negedge rstn) begin
        if (~rstn) begin
            data_in_eop_reg <= 1'b0;
        end else begin
            data_in_eop_reg <= data_in_eop_reg;
        end
    end
    always @(posedge clk or negedge rstn) begin
        if (~rstn) begin
            data_out_valid      <= 'b0;
            data_out_valid_bits <= 'b0;
        end else begin
            data_out_valid      <= bit_cnt[4] | (data_in_eop_reg & (|bit_cnt));
            data_out_valid_bits <= bit_cnt[4] ? 16 : bit_cnt;
        end
    end
    always @(posedge clk or negedge rstn) begin
        if (~rstn) begin
            data_out <= 'b0;
        end else if (bit_cnt[4]) begin
            data_out <= valid_data[(32-bit_cnt)+:16];
        end else begin
            data_out <= |bit_cnt ? valid_data[32 : (33-bit_cnt)] : 'b0;
        end
    end
endmodule
==> flow/run.sh <==
#!/bin/bash
# OpenROAD 26Q1-2900-gdf79404cd8, Yosys 0.63+post, stock flow scripts
make -C /OpenROAD-flow-scripts/flow DESIGN_CONFIG=/design/flow/config.mk WORK_HOME=/design/flow/orfs finish
==> flow/config.mk <==
export PLATFORM = sky130hd
export DESIGN_NAME = cvt9to16
export DESIGN_NICKNAME = cvt9to16
export VERILOG_FILES = /design/flow/design.v
export SDC_FILE = /design/flow/constraint.sdc
export NUM_CORES = 4
export LEC_CHECK = 1
export CORE_UTILIZATION = 40
==> flow/constraint.sdc <==
current_design cvt9to16

set clk_period 4.6
set clk_io_pct 0.2

create_clock -name clk0 -period $clk_period [get_ports {clk}]

set non_clock_inputs [all_inputs -no_clocks]
set_input_delay [expr $clk_period * $clk_io_pct] -clock clk0 $non_clock_inputs
set_output_delay [expr $clk_period * $clk_io_pct] -clock clk0 [all_outputs]
==> flow_summary.toml <==
# generated from flow reports
[status]
status = "finished clean"

[pwr]
switching_power_uw = 1700
combPwrFrac = 0.608
cellLeakagePower_uw = 0.00264
swShare = 0.428
pwr-share-seq = 0.194
p_clk_frac = 0.198
power.internal_uw = 2270
p_per_area_mw_per_mm2 = 597
ir_drop_mv = 0.436

[yosys]
synthFlopType = "dfrtp_1"
yosys_warnings = 1
ys_seq_share = 0.242
area_leaders = "dfrtp_1, mux4_2, mux2i_1"
avgSynthCellArea_um2 = 9.54
ys_seq_elements = 58
yosys-top-cells-count = "nand2_1, mux4_2, dfrtp_1, a21oi_1, mux2i_1"
yosys.area.top_type = "dfrtp_1"
top_cell = "nand2_1"
edf_count = 0
synth.distinct_cells = 55
yosys.area.top_type_share = 0.242
netlist_area_mm2 = 0.00599
syn_inst = 628
yosys_cells = 628
yosysChipArea_mm2 = 0.00599
ys_async_sr_fraction = 1.00

[setup_path]
cp_slowest_stage_delay_ns = 0.78
cp.required_ns = 4.79
cp-end-kind = "flop"
cpMaxStageDelayCell = "ha_1"
critPathArrivalTime_ns = 3.83
crit_type = "reg -> reg"
crit_path_cell_trace = "inv_1 > ha_1 > buf_4 > mux2i_1 > mux2_2 > o21ai_0 > o211ai_1 > nand4b_1"
path_max_fanout = 26
worstSetupStartpointType = "flop"

[flow_run]
drv_cap = 0
tool_warnings = 35

[die]
dieArea_mm2 = 0.0155
die_w_um = 124
die_h_um = 124
core_mm2 = 0.0146
initial_core_util = 0.410
rows = 44
io-pin-count = 40

[layout]
drive_above_1_share = 0.207
area_growth_pct = 10.9
nFillCells = 1310
seqCellArea_mm2 = 0.00145
comb_area_mm2 = 0.00415

[sta]
rsz0062_at_grt = "false"
max_slew_margin = 0.397
drv_slew = 0
hold_viol_final = 0
timing.hold.ws_ns = 0.553
fin_ws_ns = 0.965
min_period_ns = 3.64
tns_ns = 0
setup_viol = 0
fmax_mhz = 275
period_used_share = 0.790
fin_skew_ns = 0.0122
tightest_slew_ns = 0.882

[place]
portBuffers = 29
dp.final_hpwl_um = 10700
place_ws_ns = 0.635
gp_congestion = 0.948

[clock_network]
post_cts_buffers = 0
cts_buffer_depth = 2
cts.sinks = 58
cts_buffers = 9
insertion_delay_ns = 0.35
root_buffer = "clkbuf_16"
clkSlewWorstSetupHoldPaths_ns = 0.05
cts_tree = "yes"
htreeDepth = 3
cts_resized = 0
hold_buffers = 0

[global_routing]
antenna_found_initial = 0
use_met3 = 0.0539
grt_util_met1 = 0.332
busiest_layer = "met1"
grt_pass1_vias = 4782
gr-total-overflow = 0
grt_pass1_wl_um = 25200
grt_max_degree = 59
grt_use_total = 0.210
use_met2 = 0.311

[route]
avgViaCountPerCell = 6.19
drt_iter0_drc = 330
first_pass_iters = 5
diodes = 0
routed_wl_um = 15100
drtAntennaViolNets = 0
num_vias = 4960
drt-wirelength-per-cell_um = 18.9
drc = 0

[worst_hold_path]
hold_path_class = "reg -> reg"
[worst max-delay path, delay by kind of cell, from the launching register on]
kind            cells  cell delay (ns)
simple gates        1             0.17
mux                 2             0.57
buf+inv             2             0.80
compound gates      2             0.44
flops               1             0.70
fa+ha+maj           1             0.78
[logic make-up after synthesis]
family	synth area share
adder cells (fa/ha/maj)	0.0439
multiplexers	0.354
AND-OR/OR-AND	0.141
XOR/XNOR	0.0203
AND/OR/NAND/NOR	0.132
buffers and inverters	0.0664
flip-flops	0.242
[placed cells by master (no fill, tap or decap), drive strengths merged, types with 3 or more instances in the layout]
cell type / netlist / layout
a211oi: 8 / 8
a21o: 6 / 6
a21oi: 49 / 49
a31oi: 11 / 11
and2: 3 / 3
and3: 4 / 4
buf: 29 / 16
clkbuf: 41 / 13
clkdlybuf4s50: 0 / 27
dfrtp: 58 / 58
fa: 5 / 5
ha: 13 / 13
inv: 20 / 20
mux2: 25 / 25
mux2i: 42 / 42
mux4: 63 / 63
nand2: 88 / 88
nand2b: 6 / 6
nand3: 6 / 6
nor2: 34 / 34
nor2b: 3 / 3
nor3: 15 / 15
nor3b: 3 / 3
o21a: 3 / 3
o21ai: 38 / 38
o22ai: 10 / 10
o31ai: 3 / 3
or3: 6 / 6
xnor2: 9 / 9
xor2: 4 / 4
[path summary, 6_finish.rpt]
path,end,from,cells past startpoint,slack (ns)
setup / recovery,data_out[1],bit_cnt[1],8,0.96
hold / removal,valid_data[0],valid_data[0],1,0.55
setup reg to reg,data_out[1],bit_cnt[1],8,0.96
hold reg to reg,valid_data[0],valid_data[0],1,0.55
max in group asynchronous,bit_cnt[0],rstn,2,3.31
min in group asynchronous,valid_data[8],rstn,2,0.73
[cell type report]
class / count / share of cell area
clock inverters: 3 / 0.0104
well taps: 184 / 0.0347
repair buffers: 43 / 0.0580
multi-input cells: 480 / 0.625
flip-flops and latches: 58 / 0.219
clock buffers: 13 / 0.0422
inverters: 20 / 0.0113
[sequential cells by signal, summed over array words and instances (netlist names)]
name / count
valid_data: 32
data_out: 16
data_out_valid_bits: 4
data_out_valid: 1
bit_cnt: 5
[power groups by stage]
stage / registers, uW / clock network [uW] / logic [uW]
CTS: 771 / 794 / 2400
global route: 795 / 813 / 2660
finish: 769 / 785 / 2410
[per-stage QoR]
stage / util / std cells / area [um2] / power, uW
after CTS: 0.455 / 801 / 6640 / 3960
after floorplan: - / 628 / 5990 / 2650
after global placement: 0.431 / 785 / 6290 / 3140
final: 0.455 / 801 / 6640 / 3960
after detailed placement: 0.431 / 785 / 6290 / 3160
after global routing: 0.455 / 801 / 6640 / 4270
[routing by layer]
layer  up-vias  share of wire
met5         -              0
met4         0          0.019
met3        18          0.065
met2       180           0.46
met1      2459           0.46
li1       2303              -
Power and IR drop assume default switching activity.
