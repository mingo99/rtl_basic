[design/flow/design.v]
module async_fifo #(
    parameter [31:0] DWIDTH = 8,
    parameter [31:0] AWIDTH = 4
) (
    input  wire              wclk,
    input  wire              rclk,
    input  wire              wrstn,
    input  wire              rrstn,
    input  wire              wren,
    input  wire              rden,
    input  wire [DWIDTH-1:0] din,
    output wire [DWIDTH-1:0] dout,
    output reg               full,
    output reg               empty
);
    reg [AWIDTH:0] wbin, wptr, rbin, rptr;
    wire [AWIDTH:0] wbin_nxt, wptr_nxt, rbin_nxt, rptr_nxt;
    assign wbin_nxt = wren & (~full) ? wbin + 1'b1 : wbin;
    assign rbin_nxt = rden & (~empty) ? rbin + 1'b1 : rbin;
    assign wptr_nxt = (wbin_nxt >> 1) ^ wbin_nxt;
    assign rptr_nxt = (rbin_nxt >> 1) ^ rbin_nxt;
    always @(posedge wclk or negedge wrstn) begin
        if (~wrstn) begin
            {wbin, wptr} <= 'b0;
        end else begin
            {wbin, wptr} <= {wbin_nxt, wptr_nxt};
        end
    end
    always @(posedge rclk or negedge rrstn) begin
        if (~rrstn) begin
            {rbin, rptr} <= 'b0;
        end else begin
            {rbin, rptr} <= {rbin_nxt, rptr_nxt};
        end
    end
    wire [AWIDTH-1:0] waddr = wbin[AWIDTH-1:0];
    wire [AWIDTH-1:0] raddr = rbin[AWIDTH-1:0];
    reg [AWIDTH:0] wq1_rptr, wq2_rptr;
    reg [AWIDTH:0] rq1_wptr, rq2_wptr;
    always @(posedge wclk or negedge wrstn) begin
        if (~wrstn) begin
            {wq2_rptr, wq1_rptr} <= 'b0;
        end else begin
            {wq2_rptr, wq1_rptr} <= {wq1_rptr, rptr};
        end
    end
    always @(posedge rclk or negedge rrstn) begin
        if (~rrstn) begin
            {rq2_wptr, rq1_wptr} <= 'b0;
        end else begin
            {rq2_wptr, rq1_wptr} <= {rq1_wptr, wptr};
        end
    end
    wire full_val = wptr_nxt == {~wq2_rptr[AWIDTH:AWIDTH-1], wq2_rptr[AWIDTH-2:0]};
    always @(posedge wclk or negedge wrstn) begin
        if (~wrstn) begin
            full <= 'b0;
        end else begin
            full <= full_val;
        end
    end
    wire empty_val = rptr_nxt == rq2_wptr;
    always @(posedge rclk or negedge rrstn) begin
        if (~rrstn) begin
            empty <= 'b0;
        end else begin
            empty <= empty_val;
        end
    end
    fifo_mem #(
        .DWIDTH(DWIDTH),
        .AWIDTH(AWIDTH)
    ) u_fifo_mem (
        .clk  (wclk),
        .wren (wren & (~full)),
        .waddr(waddr),
        .raddr(raddr),
        .wdata(din),
        .rdata(dout)
    );
endmodule
module fifo_mem #(
    parameter int DWIDTH = 8,
    parameter int AWIDTH = 4
) (   
    input  wire              clk, wren,
    input  wire [AWIDTH-1:0] waddr, raddr,
    input  wire [DWIDTH-1:0] wdata,
    output wire [DWIDTH-1:0] rdata
);  
    localparam int DEPTH = 1 << AWIDTH;
    reg [DWIDTH-1:0] mem[DEPTH];
    assign rdata = mem[raddr];
    always @(posedge clk) begin
        if (wren) mem[waddr] <= wdata;
    end
endmodule
[design/flow/run.sh]
#!/bin/bash
# OpenROAD 26Q1-2900-gdf79404cd8, Yosys 0.63+post, stock flow scripts
make -C /OpenROAD-flow-scripts/flow DESIGN_CONFIG=/design/flow/config.mk WORK_HOME=/design/flow/orfs finish
[design/flow/config.mk]
export PLATFORM = sky130hd
export DESIGN_NAME = async_fifo
export DESIGN_NICKNAME = async_fifo
export VERILOG_FILES = /design/flow/design.v
export SDC_FILE = /design/flow/constraint.sdc
export NUM_CORES = 4
export LEC_CHECK = 1
export CORE_UTILIZATION = 30
[design/flow/constraint.sdc]
current_design async_fifo

set clk_period 4.6
set clk_io_pct 0.2

create_clock -name clk0 -period $clk_period [get_ports {rclk}]
create_clock -name clk1 -period $clk_period [get_ports {wclk}]

set non_clock_inputs [all_inputs -no_clocks]
set_input_delay [expr $clk_period * $clk_io_pct] -clock clk0 $non_clock_inputs
set_output_delay [expr $clk_period * $clk_io_pct] -clock clk0 [all_outputs]
==> out/metrics.csv <==
metric,value,unit
status,"complete, no violations",
globalRouteTotalUtil,0.124,
num_rows,54,
peakVddDrop,0.240,mV
syn_area_per_cell,19.7,um^2
crit_path_start_kind,flop,
antenna_found_initial,0,
yosysWarnings,2,
firstDrtPassIters,4,
ys_ff,168,
grtUsageMet1,0.170,
tool_warnings,29,
die_h,152,um
post_cts_buffers,0,
drtIter0Drc,131,
core,0.0219,mm^2
portBuffers,22,
synth_top_area_share,0.573,
drive_gt1_frac,0.194,
yosysChipArea,0.00671,mm^2
grt.busiest_layer,met2,
hpwl,7880,um
drt_wl_total,12500,um
initial_core_util,0.306,
synth_cell_type_count,38,
yosys.area.top_type,edfxtp_1,
syn-cell-area,0.00671,mm^2
hold_violations,0,
cp_max_fo,23,
power.leakage,0.00276,uW
crit_slowest_cell,dfrtp_2,
slew_viol_final,0,
clkTransAtPathRegs,0.06,ns
path_cells,buf_12 -> mux4_1 -> nor2b_1 -> a211oi_1 -> a21oi_1 -> clkdlybuf4s50_1,
hold_path.class,reg2reg,
grt_pass1_vias,3505,
cts_sinks,168,
ant_nets,0,
layout.cells.non_filler,672,
yosys.stat.seqShare,0.722,
viasPerCell,4.76,
critical_path_class,reg2out,
powerDensity,677,mW/mm^2
end_kind,output port,
die_w,152,um
top_cells_by_area,"edfxtp_1, dfrtp_1, mux4_2, mux4_1, xnor2_1",
setup_viol,0,
dp_cells,637,
io_pins,24,
required,3.68,ns
finalSetupTns,0,ns
worst_pin_slew,0.985,ns
area_delta_synth_final,18.2,%
rsz0062_at_grt,false,
grt_max_degree,26,
skew,0.0141,ns
nFillCells,2018,
grt_overflow,0,
drt-wirelength-per-cell,18.6,um
met3_usage,0.0641,
max-cap-violations,0,
grt_first_pass_wirelength,19600,um
drc_errors,0,
antennaDiodeCount,0,
max_stage_delay,0.65,ns
yosys_cells,341,
slew_headroom,0.341,
netlist_instances,341,
cts_tree,done,
chipArea,0.0230,mm^2
cts_hold_buffers,0,
routabilityCongestion,0.761,
dr_total_vias,3198,
worstPathArrival,2.68,ns
cts_resized,0,
use_met2,0.188,
registers in the layout, indices dropped and copies added (netlist names):
| signal | count |
|---|---|
| u_fifo_mem.mem | 128 |
| rbin | 5 |
| rq1_wptr | 5 |
| rq2_wptr | 5 |
| wbin | 5 |
| wq1_rptr | 5 |
| wq2_rptr | 5 |
| rptr | 4 |
| wptr | 4 |
| empty | 1 |
| full | 1 |
path summary, 6_finish.rpt:
path,start,endpoint,slack [ns],depth (start not counted)
hold / removal,rptr[1],wq1_rptr[1],0.20,0
setup reg to reg,rbin[1],empty,1.99,7
max in group clk1,wren,u_fifo_mem.mem[6][1],1.56,4
hold reg to reg,rptr[1],wq1_rptr[1],0.20,0
min in group clk0,rq1_wptr[0],rq2_wptr[0],0.34,0
setup / recovery,rbin[0],dout[3],1.00,6
max in group asynchronous,rrstn,rbin[0],3.37,2
min in group asynchronous,wrstn,wq2_rptr[2],0.84,2
per-layer routing:
| layer | part of all wire | up-vias |
|---|---|---|
| li1 | - | 1406 |
| met1 | 0.41 | 1632 |
| met2 | 0.49 | 150 |
| met3 | 0.088 | 10 |
| met4 | 0.014 | 0 |
| met5 | 0 | - |
worst max-delay path: cells and delay by family (launching register included):
family          cells  cell delay, ns
mux                 1            0.57
flops               1            0.65
compound gates      2            0.33
simple gates        1            0.15
buf+inv             2            0.71
final cells by class:
class | count | area [um^2] | share of cell area
flip-flops and latches | 168 | 4850 | 0.611
multi-input cells | 152 | 1720 | 0.217
clock buffers | 20 | 500 | 0.0631
well taps | 280 | 350 | 0.0442
repair buffers | 33 | 315 | 0.0398
clock inverters | 15 | 180 | 0.0227
inverters | 4 | 15.0 | 0.00189
cell usage after synthesis:
cell type,instances
buf_12,1
and3_1,1
nand3b_1,4
nor2b_1,9
xor3_1,2
nand2_1,7
clkbuf_4,1
nor2_2,2
and4b_1,1
xnor2_2,1
mux2_2,1
nand3_1,2
clkbuf_1,2
xnor3_1,3
buf_2,7
nand2b_1,3
xnor2_1,18
a211oi_2,2
buf_4,3
mux4_2,23
nor2_1,13
a211oi_1,6
xor3_2,1
nor3_1,5
edfxtp_1,128
o21ai_0,2
a21o_1,1
inv_1,4
o22ai_1,1
a21oi_1,11
nor3b_1,1
nor4b_2,1
buf_6,3
mux2i_1,11
dfrtp_1,40
mux4_1,9
ha_1,5
xor2_1,6
per-stage QoR:
step / power, uW / utilization / cell area (um^2) / hold WS (ns) / setup slack [ns]
floorplan: 3330 / - / 6710 / 0.331 / 2.21
global placement: 3810 / 0.331 / 7250 / 0.334 / 1.24
detailed placement: 3830 / 0.331 / 7250 / 0.335 / 1.17
CTS: 5440 / 0.362 / 7930 / 0.199 / 0.965
global route: 5660 / 0.362 / 7930 / 0.194 / 0.809
finish: 5370 / 0.362 / 7930 / 0.202 / 1.00
logic make-up after synthesis:
| group | share of synthesized area |
|---|---|
| buffers and inverters | 0.0211 |
| xor gates and xnor gates | 0.0547 |
| muxes | 0.131 |
| adders and majority gates | 0.00933 |
| and+or+nand+nor | 0.0397 |
| DFF | 0.722 |
| AOI/OAI and AO/OA | 0.0222 |
cell usage in the layout, fill, tap and decap left out, types with 2 or more instances in the layout:
cell               n
edfxtp_1         128
dfrtp_1           39
mux4_2            23
clkdlybuf4s50_1   22
clkbuf_16         20
xnor2_1           18
nor2_1            13
mux2i_1           11
a21oi_1           11
buf_4             10
nor2b_1            9
mux4_1             9
nand2_1            7
a211oi_1           6
xor2_1             6
nor3_1             5
ha_1               5
nand3b_1           4
inv_1              4
inv_6              4
nand2b_1           3
xnor3_1            3
bufinv_16          3
clkinvlp_4         3
a211oi_2           2
nand3_1            2
nor2_2             2
o21ai_0            2
xor3_1             2
clkinv_1           2
report_power, final:
group          switching (uW)  internal [uW]
Clock                     602            973
Sequential                257           1940
Combinational             713            889
Total                    1570           3800
Power is estimated from default activity; no workload was simulated.
