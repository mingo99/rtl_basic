==> flow/design.v <==
module mtx_arb #(
    parameter int N = 3
) (
    input wire clk,
    input wire rstn,
    input wire upd,
    input  wire [N-1:0] req,
    output wire [N-1:0] gnt
);
    reg  [N-1:0] w    [N];
    wire [N-1:0] w_nxt[N];
    integer i, j;
    wire [N-1:0] dsbl;
    genvar col;
    generate
        for (col = 0; col < N; ++col) begin : gen_disable
            assign dsbl[col] = |(~w[col] & req);
        end
    endgenerate
    assign gnt = req & (~dsbl);
    always @(posedge clk or negedge rstn) begin
        if (~rstn) begin
            for (int i = 0; i < N; ++i) begin
                for (int j = 0; j < N; ++j) begin
                    if (i > j) w[i][j] <= 0;
                    else w[i][j] <= 1;
                end
            end
        end else begin
            if (upd) begin
                for (int i = 0; i < N; ++i) begin
                    if (gnt[i]) begin
                        for (int j = 0; j < N; ++j) begin
                            if (i != j) begin
                                w[i][j] <= 1'b0;
                                w[j][i] <= 1'b1;
                            end
                        end
                    end
                end
            end
        end
    end
endmodule
==> flow/run.sh <==
#!/bin/bash
# OpenROAD 26Q1-2900-gdf79404cd8, Yosys 0.63+post, stock flow scripts
make -C /OpenROAD-flow-scripts/flow DESIGN_CONFIG=/design/flow/config.mk WORK_HOME=/design/flow/orfs finish
==> flow/config.mk <==
export PLATFORM = sky130hd
export DESIGN_NAME = mtx_arb
export DESIGN_NICKNAME = mtx_arb
export VERILOG_FILES = /design/flow/design.v
export SDC_FILE = /design/flow/constraint.sdc
export NUM_CORES = 4
export LEC_CHECK = 1
export CORE_AREA = 10 10 70 70
export DIE_AREA = 0 0 80 80
==> flow/constraint.sdc <==
current_design mtx_arb

set clk_period 2.0
set clk_io_pct 0.2

create_clock -name clk0 -period $clk_period [get_ports {clk}]

set non_clock_inputs [all_inputs -no_clocks]
set_input_delay [expr $clk_period * $clk_io_pct] -clock clk0 $non_clock_inputs
set_output_delay [expr $clk_period * $clk_io_pct] -clock clk0 [all_outputs]
==> impl.org <==
#+TITLE: Physical design notes

** Floorplan
- The floorplan step defined a core boundary enclosing 0.003416 mm2.
- Number of rows created at floorplan :: 21
- Per the OpenROAD floorplan log, the width of the die is 80 um.
- According to the I/O placement log, the pin count is 9.
- At the floorplan stage, the core utilization is reported as 9.451%.
- Die area :: 0.006400 mm2
- Vert. Die Dim :: 80 um

** Critical path
- Category of the worst setup path launch point :: input pin
- On the critical path the data arrives at 1510 ps.
- Required time of the worst setup path :: 1600 ps
- Critical Path Start :: req[2]
- R2R Path End :: w[1][0]$_DFFE_PN0P_
- The worst setup path is captured at an output port.
- The worst setup path is of the input pin to output port kind.
- Along the worst path, the maximum fanout reaches 4.
- Worst-case reg-to-reg path depth :: 4
- R2r startpoint :: w[0][1]$_DFFE_PN1P_
- Across all register-to-register paths, the minimum setup slack is 880 ps.

** Job
- Per the run summary, max-cap violations total 0.
- Across all stage logs, warnings added up to 25.

** Yosys
- Cell taking the most area after synthesis :: sky130_fd_sc_hd__dfstp_2
- Among all flip-flop cells after synthesis, the most frequent one is sky130_fd_sc_hd__dfstp_2.
- Area figure in the yosys stat output :: 322.8 um2
- Number of synthesized flops with an enable pin :: 0
- Synth Instances :: 28
- # Cells Yosys :: 28
- Sequential area share after synthesis :: 47.67%
- Per the synthesis report, the single largest cell type by area occupies 24.42% of cell area.
- Share of flip-flops with an asynchronous set or reset :: 100.0%
- Top cells, area :: sky130_fd_sc_hd__dfstp_2, sky130_fd_sc_hd__dfrtp_1, sky130_fd_sc_hd__nand2b_1
- The post-synth register bit count is 6.
- Leading cell type by number of instances after synthesis :: sky130_fd_sc_hd__nand2b_1
- During synthesis, Yosys emitted a total of 2 warnings.
- Commonest cells in the netlist :: sky130_fd_sc_hd__nand2b_1, sky130_fd_sc_hd__dfrtp_1, sky130_fd_sc_hd__dfstp_2
- Averaged over all synthesized cells, the footprint is 11.53 um2.
- The number of different library cells used by synthesis comes to 15.
- The mapped netlist covers 322.8 um2.

** CTS
- CTS tree :: built
- The CTS log lists the clock sinks for this run as 6.
- Number of buffers inserted by post-CTS setup repair :: 0
- Post-CTS Hold Fix Bufs :: 0
- In this run the number of H-tree levels came out at 1.
- CTS placed an instance of sky130_fd_sc_hd__clkbuf_4 at the clock tree root.
- TritonCTS buffer count :: 3
- CTS resizes :: 3
- Looking at the worst setup and hold paths, the clock pins of their registers show a slew of 50 ps.
- Looking at the clock tree report, the maximum root-to-sink buffer count equals 2.
- Clk ins delay skew pair :: 240 ps

** Timing
- Shortest clock period the worst path allows after layout :: 1905 ps
- Total of endpoints with negative setup slack in the final report :: 0
- Setup repair after global routing missed its margin :: false
- Fraction of the cycle the final worst path needs :: 95.27%
- Maximum clock rate :: 0.5248 GHz
- For the final database, setup skew stands at 9.737 ps.
- Headroom to the max-slew limit :: 83.08%
- Worst-Margin Slew :: 253.0 ps
- Number of pins exceeding their max-slew limit in the final report :: 0
- The final hold violation count recorded for this run is 0.

** GRT
- Global routing consumed, over all layers together, 2.395% of the routing resources.
- The first global-routing pass estimated 1.200 mm of wire.
- The initial antenna violation count is 0.
- The number of global-route vias before repair is 270.
- Pin count of the biggest net entering global routing :: 7
- The total overflow left after global routing is 0.

** Worst hold path
- Note that the worst hold path type here is input pin to asynchronous set/reset pin.

** Placement
- Once placement completed, the tool counted placed cells totaling 86.
- Count of buffers inserted at the top-level ports :: 8
- The placement summary gives the final routability congestion estimate as 0.7571.

** Routing
- Remaining number of nets flagged by the antenna check after routing :: 0
- Post-detailed-route via-to-cell ratio :: 2.900
- Remaining DRCs :: 0
- Mean routed wirelength per cell :: 8.211 um
- For this run, the script counts the antenna cells in the layout as 0.
- The final layout contains routed wiring with a total length of 739 um.
- Violation tally from detailed-route iteration zero :: 7
- Routed vias :: 261
- Total iterations of the first detailed-routing run :: 4

** Cells and area
- Fraction of layout instances using a drive strength above 1 :: 38.64%
- Final cell utilization of the core :: 15.46%
- Excluding fillers, the count of instances in the completed layout stands at 90.
- The register with the most flip-flops in the layout has 6 of them.
- Largest Register :: w
- Top flop regs :: w: 6 flops
- Between the synthesized netlist and the finished layout, the area growth was recorded as 63.57%.
- Fill cell instance count of the final layout :: 395

** Power and ir drop
- Leakage power summed over all cells :: 0.2284 nW
- Looking at the VDD voltage map, the peak drop is 238.2 uV.
- The completed layout was analyzed and its total power is 0.0005253 W.
- Power density cells :: 994.9 mW/mm2

** Run status
- The run finished with clean final reports.
placed cells by master, fill, tap and decap left out, drive strengths merged, types with 2 or more instances in the layout:
cell type / n
clkdlybuf4s50: 4
and3: 2
nand2b: 5
o21a: 2
dfstp: 3
dlygate4sd2: 3
o21ai: 3
dfrtp: 3
nand2: 2
clkbuf: 4
buf: 4
nor2b: 2
routing by layer:
layer	global-route usage [%]	part of all wire [%]	vias up
li1	-	-	133
met1	3.228	48	123
met2	2.970	43	5
met3	1.818	8.4	0
met4	0.3521	0	0
met5	0	0	-
stage by stage:
step / setup WS [ps] / setup TNS, ps / area (um2) / hold WS (ps)
floorplan: 843.2 / 0 / 322.8 / 104.4
global placement: -88.41 / -160.0 / 490.5 / 461.1
detailed placement: -107.9 / -226.7 / 490.5 / 465.6
CTS: 25.69 / 0 / 513.0 / 390.4
global route: 7.796 / 0 / 528.0 / 392.1
finish: 94.50 / 0 / 528.0 / 388.0
where the power goes:
part	switching (W)	internal, W
Combinational	0.0000650	0.000123
Clock	0.0000409	0.0000754
Sequential	0.0000329	0.000188
layout make-up:
cell class | instances | area, um2 | area share, %
multi-input combinational | 21 | 177.7 | 33.65
sequential | 6 | 153.9 | 29.15
inverter | 1 | 3.754 | 0.7109
clock buffer | 4 | 26.28 | 4.976
tap | 46 | 57.56 | 10.90
timing repair buffer | 12 | 108.9 | 20.62
worst max-delay path, cell delays in order:
cell and delay [ps]:
sky130_fd_sc_hd__dlygate4sd2_1 290, sky130_fd_sc_hd__nor2b_4 150, sky130_fd_sc_hd__nor3b_1 170, sky130_fd_sc_hd__clkdlybuf4s50_1 500
logic make-up (layout without fill, tap and decap cells):
family	count (synthesis)	count (layout)	synth area share (%)
buffers and inverters	1	17	1.162
AND-OR/OR-AND	6	6	13.95
AND/OR/NAND/NOR	15	15	37.21
flip-flops	6	6	47.68
worst max path at each step:
stage,to,slack [ps],cells after the start
5_1_grt,gnt[0],8,3
6_report,gnt[0],90,4
4_1_cts,gnt[1],30,3
No activity file was given, so power comes from the tool's default toggle rates.
